### config.mk
export PLATFORM = sky130hd
export DESIGN_NAME = top_module
export DESIGN_NICKNAME = top_module
export VERILOG_FILES = /design/flow/design.v
export SDC_FILE = /design/flow/constraint.sdc
export NUM_CORES = 4
export LEC_CHECK = 1
export CORE_UTILIZATION = 30
### constraint.sdc
current_design top_module

set clk_period 2.9
set clk_io_pct 0.2

create_clock -name clk0 -period $clk_period [get_ports {clk_a}]
create_clock -name clk1 -period $clk_period [get_ports {clk_b}]

set non_clock_inputs [all_inputs -no_clocks]
set_input_delay [expr $clk_period * $clk_io_pct] -clock clk0 $non_clock_inputs
set_output_delay [expr $clk_period * $clk_io_pct] -clock clk0 [all_outputs]
### design.v
`timescale 1ns / 1ps
module b_g(
    input wire [4:0] in_i,
    output wire [4:0] out_o);
    assign out_o[4] = in_i[4];
    assign out_o[3] = in_i[4] ^ in_i[3];
    assign out_o[2] = in_i[3] ^ in_i[2];
    assign out_o[1] = in_i[2] ^ in_i[1];
    assign out_o[0] = in_i[1] ^ in_i[0];
endmodule
`timescale 1ns / 1ps
module fifo_memory(
    input wire clk_a,
    input wire clk_b,
    input wire wr_en_i,
    input wire rd_en_i,
    input wire [3:0] wr_ptr,
    input wire [3:0] wr_data,
    input wire [3:0] rd_ptr,
    output reg [3:0] rd_data
    );
    reg [3:0] fifo_mem [0:15];
    always @ ( posedge clk_a )
        begin
            if( wr_en_i )
                fifo_mem[wr_ptr] <= wr_data;
        end    
    always @ (posedge clk_b )
        begin
            if( rd_en_i )
                rd_data <= fifo_mem[rd_ptr];
        end
endmodule
`timescale 1ns / 1ps
module g_b(
    input wire [4:0] in_i,
    output wire [4:0] out_o);
    assign out_o[4] = in_i[4];
    assign out_o[3] = out_o[4] ^ in_i[3];
    assign out_o[2] = out_o[3] ^ in_i[2];
    assign out_o[1] = out_o[2] ^ in_i[1];
    assign out_o[0] = out_o[1] ^ in_i[0];
endmodule
`timescale 1ns / 1ps
module read_ctrl(
    input wire clk_i,
    input wire rst_n,
    input wire rd_en_i,
    input wire [4:0] wr_ptr_i,
    output wire rd_en_o,
    output wire [3:0] rd_ptr_to_mem,
    output wire [4:0] rd_ptr_to_wr_ctrl,
    output wire fifo_empty_o
    );
    reg [4:0] rd_ptr;
    assign fifo_empty_o = ( rd_ptr == wr_ptr_i );
    assign rd_ptr_to_mem = rd_ptr[3:0];
    assign rd_ptr_to_wr_ctrl = rd_ptr;
    assign rd_en_o = ( !fifo_empty_o && rd_en_i );
    always @(posedge clk_i or negedge rst_n )
        begin
            if( !rst_n )
                rd_ptr <= 5'b0;
            else
                if( rd_en_o )
                    rd_ptr <= rd_ptr + 1'b1;
        end
endmodule
`timescale 1ns / 1ps
module top_module(
    input wire clk_a,
    input wire clk_b,
    input wire rst_n,
    input wire wr_en_i,
    input wire [3:0] wr_data_i,
    input wire rd_en_i,
    output wire fifo_full_o,
    output wire fifo_empty_o,
    output wire [3:0] rd_data_o
    );
    wire [4:0] rd_ptr_rd_to_wr, wr_ptr_to_rd_ctrl, wr_ptr_wr_to_rd, rd_ptr_to_wr_ctrl, wr_ptr_wr_ctrl_to_2ff, rd_ptr_rd_ctrl_to_2ff, wr_ptr_2ff_rd_ctrl, rd_ptr_2ff_wr_ctrl;
    wire [3:0] wr_ptr_to_mem, rd_ptr_to_mem;
    wire wr_en_o, rd_en_o;
    write_ctrl a1( clk_a, rst_n, wr_en_i, rd_ptr_rd_to_wr, wr_en_o, wr_ptr_to_mem, wr_ptr_to_rd_ctrl, fifo_full_o ); 
    read_ctrl a2( clk_b, rst_n, rd_en_i, wr_ptr_wr_to_rd, rd_en_o, rd_ptr_to_mem, rd_ptr_to_wr_ctrl, fifo_empty_o );
    fifo_memory a3( clk_a, clk_b, wr_en_o, rd_en_o, wr_ptr_to_mem, wr_data_i, rd_ptr_to_mem, rd_data_o );
    b_g a4( wr_ptr_to_rd_ctrl, wr_ptr_wr_ctrl_to_2ff );
    b_g a5( rd_ptr_to_wr_ctrl, rd_ptr_rd_ctrl_to_2ff );
    g_b a6( wr_ptr_2ff_rd_ctrl, wr_ptr_wr_to_rd );
    g_b a7( rd_ptr_2ff_wr_ctrl, rd_ptr_rd_to_wr );
    genvar i;
    generate 
        for( i = 0; i < 5; i = i + 1 )
            two_ff_sync a8( clk_b, rst_n, wr_ptr_wr_ctrl_to_2ff[i], wr_ptr_2ff_rd_ctrl[i] );
    endgenerate
    genvar j;
    generate 
        for( j = 0; j < 5; j = j + 1 )
            two_ff_sync a9( clk_a, rst_n, rd_ptr_rd_ctrl_to_2ff[j], rd_ptr_2ff_wr_ctrl[j] );
    endgenerate
endmodule
`timescale 1ns / 1ps
module two_ff_sync(
    input wire clk_i,
    input wire rst_n,
    input wire in_i,
    output wire out_o);
    reg [1:0] sync_ff;
    assign out_o = sync_ff[0];
    always @( posedge clk_i  or negedge rst_n )
        begin
            if( !rst_n )
                sync_ff <= 2'b0;
            else
                begin
                    sync_ff[1] <= in_i;
                    sync_ff[0] <= sync_ff[1];
                end
        end
endmodule
`timescale 1ns / 1ps
module write_ctrl(
    input wire clk_i,
    input wire rst_n,
    input wire wr_en_i,
    input wire [4:0] rd_ptr_i,
    output wire wr_en_o,
    output wire [3:0] wr_ptr_to_mem,
    output wire [4:0] wr_ptr_to_rd_ctrl,
    output wire fifo_full_o
    );
    reg [4:0] wr_ptr;
    assign fifo_full_o = ( rd_ptr_i[3:0] == wr_ptr[3:0] ) && ( rd_ptr_i[4] != wr_ptr[4] );
    assign wr_ptr_to_mem = wr_ptr[3:0];
    assign wr_ptr_to_rd_ctrl = wr_ptr;
    assign wr_en_o = ( !fifo_full_o && wr_en_i );
    always @(posedge clk_i or negedge rst_n )
        begin
            if( !rst_n )
                wr_ptr <= 5'b0;
            else
                if( wr_en_o )
                    wr_ptr <= wr_ptr + 1'b1;
        end
endmodule
### run.sh
#!/bin/bash
# OpenROAD 26Q1-2900-gdf79404cd8, Yosys 0.63+post, stock flow scripts
make -C /OpenROAD-flow-scripts/flow DESIGN_CONFIG=/design/flow/config.mk WORK_HOME=/design/flow/orfs finish
==> results.json <==
{
  "wirelength_microns": 7210,
  "min_to": "genblk1[3].a8.sync_ff[0]",
  "path_clk_slew_ns": 0.06,
  "timing.final.ws_setup_ns": 0.185,
  "power-per-cell-area_nw_per_um2": 1070,
  "die_w_microns": 119,
  "numClockSinks": 98,
  "hp-class": "register to register",
  "setup_violations": 0,
  "min_path_cells": 0,
  "rsz0062_at_grt": "no",
  "cts_setup_buffers": 0,
  "drt-vias-per-instance": 4.65,
  "fillers": 1222,
  "postCtsHoldBufs": 0,
  "critPathCaptureType": "primary output",
  "cts_tree": "yes",
  "initial_core_util": 0.309,
  "coreArea_sq_um": 13200,
  "timing.max_cap.violations": 0,
  "edf_count": 68,
  "highest_layer": "met4",
  "gp_congestion": 0.794,
  "grt_max_degree": 31,
  "start_kind": "register",
  "dr_total_vias": 1990,
  "crit_path_max_fanout": 7,
  "wl_met2_microns": 3340,
  "tightestPinTransition_ns": 0.597,
  "warnings": 32,
  "synthesis.area_sq_um": 4090,
  "layout-drive-gt1-share": 0.187,
  "path_class": "register to primary output",
  "avgRoutedWirePerCell_microns": 16.8,
  "antenna_left": 0,
  "place_ws_ns": 0.420,
  "drcViolationCount": 0,
  "cts_resized": 0,
  "wl_met3_microns": 617,
  "rr_worst_depth": 5,
  "clock_skew_ns": 0.00647,
  "p_leak_uw": 0.00176,
  "seq_area_sq_um": 2790,
  "grt_pass1_vias": 2021,
  "yosysUniqueCellTypes": 41,
  "final_cell_area_sq_um": 4820,
  "status": "complete, no violations",
  "synth-main-ff-cell": "edfxtp_1",
  "finalHoldViolCount": 0,
  "dr.first_iter.drc_count": 59,
  "max_slew_margin": 0.601,
  "portBuffers": 13,
  "antenna_cells": 0,
  "layout_top_cells": "edfxtp_1 (68), dfrtp_1 (30)",
  "die_y_microns": 119,
  "cp.arrival_ns": 2.14,
  "antenna_found_initial": 0,
  "grt_pass1_wl_microns": 11600,
  "comb_area_sq_um": 1230,
  "fin_tns_setup_ns": 0,
  "synth_area_per_cell_sq_um": 18.4,
  "ys_seq_frac": 0.683,
  "worstReg2RegStart": "genblk2[2].a9.sync_ff[0]",
  "die_area_sq_um": 14100,
  "row_count": 42,
  "gr-total-overflow": 0,
  "io-pin-count": 15,
  "rr_endpoint": "a3.fifo_mem[5][2]",
  "syn_inst": 222,
  "postPlaceCellArea_sq_um": 4410,
  "yosysWarnings": 4,
  "layout_top_cell": "edfxtp_1",
  "hpwl_microns": 4760,
  "grt_util_all_layers": 0.116,
  "ys_chip_area_sq_um": 4090,
  "worstHoldStart": "genblk1[3].a8.sync_ff[1]",
  "dr.pass1.iters": 4,
  "async_flop_share": 0.306,
  "drt-met1-wl_microns": 3080,
  "reg2reg_slack_ns": 0.79,
  "vdd_drop_max_mv": 0.359,
  "slew_violations": 0,
  "synth_flops": 98,
  "area_growth_pct": 17.9,
  "ys_cells": 222,
  "critPathRequiredTime_ns": 2.32
}
## cells by family (layout without fill, tap and decap cells)
| group | count (synthesis) | count (layout) | synth area share |
|---|---|---|---|
| AOI/OAI and AO/OA | 20 | 20 | 0.0410 |
| DFF | 98 | 98 | 0.683 |
| and+or+nand+nor | 36 | 36 | 0.0527 |
| xor gates and xnor gates | 20 | 20 | 0.0429 |
| buffers and inverters | 14 | 44 | 0.0202 |
| muxes | 22 | 22 | 0.123 |
| adders and majority gates | 12 | 12 | 0.0367 |
## worst max path at each step
stage,start,cells past startpoint,slack (ns),endpoint
4_1_cts,a1.wr_ptr[4],6,0.05,fifo_full_o
5_1_grt,genblk2[2].a9.sync_ff[0],6,0.07,fifo_full_o
6_report,genblk2[2].a9.sync_ff[0],6,0.18,fifo_full_o
## metrics by stage
step,hold WS [ns],utilization,total power (uW),instances
after floorplan,0.284,-,3300,222
final,0.347,0.364,5160,428
after detailed placement,0.335,0.333,3720,408
after CTS,0.347,0.363,5200,428
after global placement,0.334,0.333,3720,408
after global routing,0.354,0.364,5500,428
## metal layers
| layer | vias up | GRT usage |
|---|---|---|
| li1 | 914 | - |
| met1 | 1005 | 0.167 |
| met2 | 61 | 0.168 |
| met3 | 10 | 0.0576 |
| met4 | 0 | 0.0222 |
| met5 | - | 0 |
## cells in the mapped netlist (3+ instances only)
cell type  number  share of area
ha_1           12          0.037
mux4_1          7          0.045
nand2_1         3         0.0028
nand3_1         3         0.0037
o21ai_1         3         0.0037
xor2_1          7          0.015
xnor2_1        13          0.028
dfrtp_1        30           0.18
and3_1         13          0.020
and2_1          5         0.0077
inv_1           7         0.0064
mux4_2         13          0.072
nor2_1          3         0.0028
edfxtp_1       68           0.50
## power by group
group	internal [uW]	switching [uW]	total, uW
Combinational	818	811	1630
Sequential	1860	227	2090
Clock	870	573	1440
Total	3550	1610	5160
## registers in the layout, indices dropped and copies added (netlist names)
signal and flops:
genblk2.a9.sync_ff 10, a3.fifo_mem 64, a2.rd_ptr 5, genblk1.a8.sync_ff 10
a3.rd_data 4, a1.wr_ptr 5
## layout make-up
class                      count  share of cell area
clock buffer                  12              0.0623
inverter                       7             0.00545
timing repair buffer          17              0.0332
sequential                    98               0.579
clock inverter                 8              0.0190
multi-input combinational    110               0.255
tap                          176              0.0457
## critical path, stage by stage (launching register included)
cell and delay, ns:
dfrtp_1 0.41, xnor2_1 0.15, xnor2_1 0.25, mux2_4 0.38, nand2_2 0.15, inv_1 0.06
clkdlybuf4s50_1 0.40
Power and IR drop assume default switching activity.
